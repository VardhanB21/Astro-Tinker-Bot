==> flow/design.v <==
module t1c_pulse_gen_detect (
    input clk_50M, reset, echo_rx,inptrigger,
    output reg trigger, out,
    output reg [21:0] pulses,
    output reg [1:0] state
);
integer counter=0;
parameter ST_warm=2'b00, ST_trigger=2'b01, ST_pulse=2'b10, ST_output=2'b11;
 always @(posedge clk_50M) begin
   if(reset) begin
	out=0;
	state=ST_warm;
	counter=0;
	pulses=0;
	end
	else begin
			case(state)
				ST_warm:begin
				  if(counter==49) state=ST_trigger;
				end
				ST_trigger:begin
					trigger=1;
					if(counter==549) state = ST_pulse; 
				end
				ST_pulse: begin
				  trigger=0;
				  if(echo_rx) pulses=pulses+22'b0000000000000000000001;
				  if(counter==2000549) state = ST_output;
				end
				ST_output: begin
							if(counter==2000550) begin
							   if(pulses<=15000 && inptrigger) out=1;
							   else out=0;
							end
							if(counter==2000569) begin
							   state = ST_warm;
								out=0;
							end
				end
				 default: state = ST_warm;
			endcase
			counter=counter+1;
				if (counter==2000570) begin
				counter=0;
				pulses=0;
				end
		end
 end
endmodule
==> flow/run.sh <==
#!/bin/bash
# OpenROAD 26Q1-2900-gdf79404cd8, Yosys 0.63+post, stock flow scripts
make -C /OpenROAD-flow-scripts/flow DESIGN_CONFIG=/design/flow/config.mk WORK_HOME=/design/flow/orfs finish
==> flow/config.mk <==
export PLATFORM = sky130hd
export DESIGN_NAME = t1c_pulse_gen_detect
export DESIGN_NICKNAME = t1c_pulse_gen_detect
export VERILOG_FILES = /design/flow/design.v
export SDC_FILE = /design/flow/constraint.sdc
export NUM_CORES = 4
export LEC_CHECK = 1
export CORE_UTILIZATION = 50
==> flow/constraint.sdc <==
current_design t1c_pulse_gen_detect

set clk_period 9.3
set clk_io_pct 0.2

create_clock -name clk0 -period $clk_period [get_ports {clk_50M}]

set non_clock_inputs [all_inputs -no_clocks]
set_input_delay [expr $clk_period * $clk_io_pct] -clock clk0 $non_clock_inputs
set_output_delay [expr $clk_period * $clk_io_pct] -clock clk0 [all_outputs]
==> results.sh <==
# source this file to load flow results
export IMPL_clockBufferDepth=2
export IMPL_stdcell_count=516
export IMPL_p_leak_uw=0.00133
export IMPL_clock_sinks=58
export IMPL_first_pass_iters=4
export IMPL_crit_cells=9
export IMPL_post_route_util_pct=60.2
export IMPL_drt_total_wl_mm=7.54
export IMPL_cts_hold_buf=0
export IMPL_syn_inst=411
export IMPL_finalHoldViolCount=0
export IMPL_async_flop_share_pct=0
export IMPL_fin_setup_tns_ns=0
export IMPL_cp_top_family="simple AND/OR/NAND/NOR gates"
export IMPL_routedWlPerCell_um=14.6
export IMPL_routed_via_density=5.54
export IMPL_ys_chip_area_um2=3460
export IMPL_post_route_min_period_ns=3.60
export IMPL_ys_top_cells_by_area="dfxtp_1 (33%), xnor2_1 (6.3%), nor2_2 (5.4%), xor2_1 (5.3%), nor2_1 (4.1%)"
export IMPL_layout_drive_gt1_share_pct=14.6
export IMPL_power_uw=495
export IMPL_n_antenna_cell=0
export IMPL_numCtsBuffers=9
export IMPL_clk_latency_ns=0.34
export IMPL_ys_top_cells_by_count="dfxtp_1 (57), nor2_1 (38), nand2_1 (34)"
export IMPL_irDropWorstVdd_mv=0.0986
export IMPL_cts_htree_levels=3
export IMPL_synth_distinct_cells=62
export IMPL_clock_skew_ns=0.00970
export IMPL_drt_initial_drc_count=132
export IMPL_cts_root_buf="clkbuf_8"
export IMPL_critPathBufInv=1
export IMPL_place_congestion=0.901
export IMPL_grt_pass1_vias=2647
export IMPL_period_used_pct=38.7
export IMPL_startpoint="counter[0]$_SDFF_PP0_"
export IMPL_power_per_cell_area_nw_per_um2=126
export IMPL_tightestPinTransition_ns=0.816
export IMPL_grt_antenna_before_repair=0
export IMPL_cp_max_fo=20
export IMPL_synth_seq_cells=58
export IMPL_grt_pass1_wl_mm=12.7
export IMPL_drv_slew=0
export IMPL_fp_util_pct=53.0
export IMPL_cp_required_ns=9.52
export IMPL_slowest_delay_ns=0.76
export IMPL_netlist_area_um2=3460
export IMPL_ff_type="dfxtp_1"
export IMPL_warning_count=34
export IMPL_rsz0062_at_grt="false"
export IMPL_yosys_area_top_type_share_pct=33.0
export IMPL_path_class="flip-flop to flip-flop"
export IMPL_ys_cells=411
export IMPL_ios=30
export IMPL_synth_seq_share_pct=33.9
export IMPL_core_area_um2=6530
export IMPL_r2r_start="counter[0]$_SDFF_PP0_"
export IMPL_postCtsSetupBuffers=0
export IMPL_syn_area_per_cell_um2=8.42
export IMPL_setup_viol=0
export IMPL_cpMaxStageDelayCell="or4_1"
export IMPL_path_clk_slew_ns=0.07
export IMPL_yosys_area_top_type="dfxtp_1"
export IMPL_cap_violations=0
export IMPL_dp_hpwl_mm=5.32
export IMPL_grt_usage_pct=22.6
export IMPL_worstPathCellList="ha_1, nand2_1, or4_1, nor3_2, a21boi_0, o22ai_1, o41ai_4, buf_4, nor2_1"
export IMPL_hp_class="flip-flop to flip-flop"
export IMPL_reg2reg_to="pulses[10]$_SDFFE_PP0P_"
export IMPL_grt_overflow=0
export IMPL_chipArea_um2=7260
export IMPL_yosysWarnings=1
export IMPL_grt_max_degree=22
export IMPL_ctsResizeCount=0
export IMPL_r2r_slack_ns=5.70
export IMPL_drc=0
export IMPL_max_freq_mhz=278
export IMPL_portBuffers=29
export IMPL_die_width_um=85.2
export IMPL_synth_most_common_cell="dfxtp_1"
export IMPL_critPathCaptureType="flip-flop"
export IMPL_r2r_cells=9
export IMPL_worst_ep_arrival_time_ns=3.82
export IMPL_start_kind="flip-flop"
export IMPL_maxSlewHeadroom_pct=45.5
export IMPL_dieHeight_um=85.2
export IMPL_worstHoldStart="out$_SDFFE_PP0P_"
export IMPL_antenna_left=0
export IMPL_rows=29
export IMPL_synth_edff_count=1
export IMPL_tritoncts="done"
export IMPL_vias=2860
export IMPL_areaGrowthSynthToFinish_pct=13.6
export IMPL_outcome="finished, final reports clean"
export IMPL_dp_cells=500
export IMPL_endpoint="pulses[10]$_SDFFE_PP0P_"
## layer usage
layer  global-route usage (%)  wire [µm]  vias to the layer above
met5                        0          0                        -
met4                     3.70        119                        0
met3                     4.54        300                       12
met2                     35.0       3370                       59
met1                     34.6       3750                     1295
li1                         -          -                     1494
## flip-flops by register name (all words and copies together) (netlist names)
register,flops
pulses,22
state,2
out,1
counter,32
trigger,1
## logic make-up (layout without fill, tap and decap cells)
logic type / count (synthesis) / after routing / synth area share [%]
and+or+nand+nor: 214 / 214 / 34.9
DFF: 58 / 58 / 33.9
AOI/OAI and AO/OA: 46 / 46 / 10.5
xor gates and xnor gates: 46 / 46 / 11.6
buffers and inverters: 35 / 63 / 4.85
adders and majority gates: 11 / 11 / 3.98
muxes: 1 / 1 / 0.289
## worst min path at each step
| stage | to | slack (ns) | cells past startpoint |
|---|---|---|---|
| CTS | out$_SDFFE_PP0P_ | 0.54 | 2 |
| global route | out$_SDFFE_PP0P_ | 0.57 | 2 |
| finish | out$_SDFFE_PP0P_ | 0.53 | 2 |
## worst reg2reg max path, delay by kind of cell, from the launching register on
family / cells / cell delay, ns
and+or+nand+nor: 4 / 1.39
DFF: 1 / 0.52
adders and majority gates: 1 / 0.37
buffers and inverters: 1 / 0.37
AOI/OAI and AO/OA: 3 / 0.84
## cells in the final DEF (no fill, tap or decap), types with 2 or more instances in the layout
cell type / Yosys / final
nor2_1: 38 / 38
buf_4: 1 / 3
or2_2: 3 / 3
nand2_1: 34 / 34
or2b_1: 2 / 2
nand4_1: 11 / 11
nand4b_1: 2 / 2
or3_1: 2 / 2
nand3b_1: 2 / 2
a21o_1: 2 / 2
and3_1: 18 / 18
xnor2_1: 25 / 25
nand2b_1: 2 / 2
and2_1: 6 / 6
clkbuf_8: 0 / 10
inv_1: 15 / 15
a32o_1: 2 / 2
a21oi_1: 8 / 8
clkinvlp_4: 0 / 2
nor3_1: 10 / 10
clkinv_2: 0 / 3
o31ai_1: 2 / 2
o21ai_0: 10 / 10
or4_1: 3 / 3
nand3_4: 2 / 2
ha_1: 11 / 11
nand3_1: 18 / 18
clkdlybuf4s50_1: 0 / 29
dfxtp_1: 57 / 57
nor4_1: 14 / 14
xor2_1: 21 / 21
nor2b_1: 3 / 3
o21a_1: 3 / 3
o22ai_1: 4 / 4
nor2_2: 30 / 30
or3_4: 2 / 2
and4_1: 4 / 4
## power by group
| part | total (µW) | switching, µW | leakage (µW) | internal (µW) |
|---|---|---|---|---|
| Combinational | 29.7 | 15.3 | 0.000774 | 14.4 |
| Sequential | 257 | 4.84 | 0.000467 | 252 |
| Clock | 209 | 106 | 0.0000851 | 102 |
| Total | 495 | 126 | 0.00133 | 369 |
## cell type report
cell class / instances / area [µm²]
fill: 558 / 2600
clock buffer: 11 / 141
multi-input combinational: 318 / 2120
tap: 77 / 96.3
clock inverter: 5 / 30.0
sequential: 58 / 1170
inverter: 15 / 56.3
timing repair buffer: 32 / 313
## stage by stage
| step | hold WS (ns) | cell area (µm²) | worst slack (ns) |
|---|---|---|---|
| 2_1_floorplan | 0.433 | 3460 | 6.08 |
| 3_3_place_gp | 0.500 | 3760 | 5.40 |
| 3_5_place_dp | 0.525 | 3760 | 5.38 |
| 4_1_cts | 0.541 | 3930 | 5.67 |
| 5_1_grt | 0.571 | 3930 | 5.35 |
| 6_report | 0.534 | 3930 | 5.70 |
Power and IR drop assume default switching activity.
