--- flow/run.sh ---
#!/bin/bash
# OpenROAD 26Q1-2900-gdf79404cd8, Yosys 0.63+post, stock flow scripts
make -C /OpenROAD-flow-scripts/flow DESIGN_CONFIG=/design/flow/config.mk WORK_HOME=/design/flow/orfs finish
--- flow/config.mk ---
export PLATFORM = sky130hd
export DESIGN_NAME = ADC_Controller
export DESIGN_NICKNAME = ADC_Controller
export VERILOG_FILES = /design/flow/design.v
export SDC_FILE = /design/flow/constraint.sdc
export NUM_CORES = 4
export LEC_CHECK = 1
export CORE_UTILIZATION = 40
--- flow/constraint.sdc ---
current_design ADC_Controller

set clk_period 5.2
set clk_io_pct 0.2

create_clock -name clk0 -period $clk_period [get_ports {adc_sck}]

set non_clock_inputs [all_inputs -no_clocks]
set_input_delay [expr $clk_period * $clk_io_pct] -clock clk0 $non_clock_inputs
set_output_delay [expr $clk_period * $clk_io_pct] -clock clk0 [all_outputs]
--- flow/design.v ---
module ADC_Controller(
    input  dout, adc_sck,
    output adc_cs_n, din,
    output [11:0] left_value, center_value, right_value
);
reg[11:0] dout_chx, dout_ch1 = 0, dout_ch4 = 0, dout_ch3 = 0;
reg[4:0] data_counter = 0;
reg[3:0] din_counter = 0, sp_counter = 0;
reg[2:0] channel_select = 0, channel = 0;
reg[2:0] mem1 [0:2];
reg adc_cs = 1, din_temp = 0, init = 1;
always @(negedge adc_sck) begin
    if(init == 1) begin
        init = 0; mem1[0] = 1; mem1[1] = 4; mem1[2] = 3;
    end
    if (din_counter == 0) adc_cs = ~adc_cs;
    if (channel_select > 2) channel_select = 0;
    else if((din_counter >= 2) && (din_counter <= 4)) channel = mem1[channel_select];
    else if(din_counter == 15) begin
            adc_cs = ~adc_cs;
            channel_select = channel_select + 1'b1;
    end
    case(din_counter)
        2: din_temp = channel[2];
        3: din_temp = channel[1];
        4: din_temp = channel[0];
        default: din_temp = 0;
    endcase
    din_counter = din_counter + 1'b1;
end
always @(posedge adc_sck) begin
    if(sp_counter >= 4 && sp_counter <= 15) begin
        dout_chx = {dout_chx[10:0], dout};
    end
    sp_counter = sp_counter + 1'b1;
end
always @(negedge adc_sck) begin
    if(data_counter == 16) begin
        data_counter = 0;
        case(channel)
            1: dout_ch1 = dout_chx;
            4: dout_ch4 = dout_chx;
            3: dout_ch3 = dout_chx;
        endcase
    end
    data_counter = data_counter + 1'b1;
end
assign adc_cs_n = adc_cs;
assign din = din_temp;
assign left_value = dout_ch4;
assign center_value = dout_ch3;
assign right_value = dout_ch1;
endmodule
==> reports/results.tsv <==
stage	metric	value	unit
clocking	number of buffers created by CTS	9	
logic_synthesis	Top-area cell share	53.0	%
global_route	first-pass GRT wire length	6800	um
logic_synthesis	synthesized instance count	170	
critical_path	Crit path max-delay family	buffers and inverters	
clocking	htree depth	3	
global_route	largest net degree at the start of global routing	14	
drt	Routed Antenna Nets	0	
logic_synthesis	area leader, netlist	edfxtp_1	
die	Die Y	84.4	um
die	Die X	84.4	um
drt	Starting DRT DRC Count	55	
global_route	initial antenna violation count	0	
drt	Vias	1645	
final_timing	setup TNS	0	ns
power	Worst VDD drop	199	uV
drt	Via-to-Cell Ratio	4.52	
power	total power	1240	uW
drt	number of diodes	0	
critical_path	WP data required	4.16	ns
run	maxcap violations	0	
logic_synthesis	post-synthesis sequential area ratio	75.8	%
critical_path	Worst path max stage delay	0.47	ns
critical_path	Buf/Inv on CP	1	
die	Core Rows	29	
placed_design	placed cells	286	
hold_path	Worst Hold Class	reg -> reg	
clocking	Clk pin slew, worst setup/hold paths	0.07	ns
drt	drt pass-1 iters	26	
power	leakage power	0.00153	uW
logic_synthesis	Synth cell types	44	
placed_design	PortBufs	39	
drt	post-route DRC violation count	0	
power	pwr dens	342	nW/um2
drt	drt wl/cell	11.3	um
drt	final wirelength	4130	um
status	status	completed	
final_timing	Final setup violation count	0	
critical_path	Worst Path Max Fanout	2	
clocking	Clk Tree Root Cell	clkbuf_8	
layout	layout cells sized above 1	9.41	%
final_timing	clk_skew	0.0432	ns
critical_path	Worst setup EP type	output pin	
placed_design	Post-DP HPWL	2740	um
die	# IOs	40	
logic_synthesis	syn_area_per_cell	16.0	um2
critical_path	Worst Setup Path Type	reg -> out	
logic_synthesis	Post-synth regs	79	
run	Tool Warnings	93	
critical_path	CP cell instances	clkdlybuf4s50_1	
clocking	Late-Pin Clk Latency	0.39	ns
critical_path	Critical Path Slowest Stage Cell	clkdlybuf4s50_1	
logic_synthesis	count of library flops with an enable pin	48	
final_timing	fin. max-slew vios	0	
global_route	GRT Resource Usage Total	12.8	%
layout	fillers	490	
logic_synthesis	yosys cell count	170	
logic_synthesis	Synth warnings	2	
logic_synthesis	post-synthesis chip area from yosys	2720	um2
global_route	vias in the first global route	1643	
layout	Area growth syn-to-layout	33.5	%
placed_design	routability cong.	0.733	
clocking	CTS tree	yes	
final_timing	Final Hold Fails	0	
logic_synthesis	Synth Flop Type	edfxtp_1	
final_timing	RSZ-0062 raised after global routing	no	
clocking	PostCTS Resize Cnt	0	
global_route	global route overflow	0	
die	chip area	7130	um2
die	Init Core Util	42.1	%
logic_synthesis	Largest cells by area	edfxtp_1, dfxtp_1, ha_1	
layout	Finished Layout Cells	364	
clocking	clock buffer depth	2	
die	Core Box Area	6460	um2
clocking	post-CTS setup repair buffer count	0	
clocking	post-cts hold buffer count	0	
logic_synthesis	synthesized cell area	2720	um2
logic_synthesis	ys async rst share	0	%
clocking	Num Clock Sinks	79	
critical_path	CP arrival	3.80	ns
critical_path	critical path launch point type	flop	
==> cell usage in the layout (no fill, tap or decap), types with 4 or more instances in the layout <==
cell / n
clkdlybuf4s50_1: 39
nor2_1: 4
xnor2_1: 5
clkbuf_8: 9
ha_1: 9
edfxtp_1: 48
nor2b_1: 6
inv_1: 74
dfxtp_1: 31
nand2_1: 8
==> per-stage QoR <==
step / worst slack, ns / util (%) / cell area (um2) / hold WS (ns)
after global placement: 0.765 / 50.0 / 3230 / 0.378
after CTS: 0.338 / 56.2 / 3630 / 0.420
final: 0.365 / 56.2 / 3630 / 0.415
after floorplan: 1.26 / - / 2720 / 0.370
after global routing: 0.305 / 56.2 / 3630 / 0.441
after detailed placement: 0.778 / 50.0 / 3230 / 0.399
==> cells in the mapped netlist, drive strengths merged (3+ instances only) <==
master	n
a21oi	4
dfxtp	31
edfxtp	48
ha	9
inv	12
nand2	8
nand3	4
nor2	4
nor2b	7
or2	4
xnor2	5
xor2	3
==> final cells by class <==
| type | instances | area [um2] | share of cell area, % |
|---|---|---|---|
| repair buffers | 42 | 413 | 11.4 |
| clock inverters | 67 | 272 | 7.48 |
| well taps | 77 | 96.3 | 2.65 |
| inverters | 11 | 41.3 | 1.14 |
| clock buffers | 12 | 135 | 3.72 |
| flip-flops and latches | 79 | 2060 | 56.8 |
| multi-input cells | 76 | 611 | 16.8 |
==> worst paths after layout <==
path | startpoint | cells after the start | endpoint | slack, ns
setup / recovery | adc_cs | 1 | adc_cs_n | 0.36
hold / removal | sp_counter[0] | 1 | sp_counter[0] | 0.41
setup reg to reg | dout_chx[6] | 0 | dout_ch3[6] | 1.90
hold reg to reg | sp_counter[0] | 1 | sp_counter[0] | 0.41
==> sequential cells by signal (all words and copies together), names as in the netlist, 4 cells and up <==
| register | count |
|---|---|
| din_counter | 4 |
| dout_ch4 | 12 |
| data_counter | 5 |
| dout_ch1 | 12 |
| sp_counter | 4 |
| dout_chx | 12 |
| dout_ch3 | 12 |
| mem1 | 9 |
==> kinds of logic after synthesis <==
| kind of cell | share of synthesized area [%] |
|---|---|
| DFF | 75.8 |
| xor gates and xnor gates | 2.58 |
| adders and majority gates | 4.14 |
| muxes | 0.368 |
| other | 0.138 |
| AOI/OAI and AO/OA | 4.23 |
| buffers and inverters | 2.39 |
| and+or+nand+nor | 10.3 |
==> where the power goes <==
group,internal [uW],leakage [uW],switching (uW)
clock,260,0.000426,315
sequential,662,0.000682,1.74
combinational,2.22,0.000424,0.843
total,924,0.00153,318
==> metal layers <==
layer | global-route usage [%] | vias to the layer above | routed length [um]
li1 | - | 827 | -
met1 | 17.2 | 733 | 1890
met2 | 18.3 | 62 | 1740
met3 | 7.57 | 23 | 375
met4 | 4.62 | 0 | 123
met5 | 0 | - | 0
Power figures rest on the tool's default switching activity, not on a simulated workload.
