$ cat ./run.sh
#!/bin/bash
# OpenROAD 26Q1-2900-gdf79404cd8, Yosys 0.63+post, stock flow scripts
make -C /OpenROAD-flow-scripts/flow DESIGN_CONFIG=/design/flow/config.mk WORK_HOME=/design/flow/orfs finish
$ cat ./config.mk
export PLATFORM = sky130hd
export DESIGN_NAME = uart_tx
export DESIGN_NICKNAME = uart_tx
export VERILOG_FILES = /design/flow/design.v
export SDC_FILE = /design/flow/constraint.sdc
export NUM_CORES = 4
export LEC_CHECK = 1
export CORE_UTILIZATION = 30
$ cat ./constraint.sdc
current_design uart_tx

set clk_period 5.1
set clk_io_pct 0.2

create_clock -name clk0 -period $clk_period [get_ports {clk_3125k}]

set non_clock_inputs [all_inputs -no_clocks]
set_input_delay [expr $clk_period * $clk_io_pct] -clock clk0 $non_clock_inputs
set_output_delay [expr $clk_period * $clk_io_pct] -clock clk0 [all_outputs]
$ cat ./design.v
module uart_tx(
    input  clk_3125k,
    input  [7:0] data,
    output reg tx
);
integer counter=0;
integer counter2=0;
reg [2:0] counter1=0;
reg startreceive=0;
parameter ST_start=2'b00, ST_data=2'b01, ST_end=2'b10;
reg [1:0] state=ST_start;
initial begin
	 tx = 1;
end
 always @(posedge clk_3125k) begin
	 if(!data) begin
	    tx=1;
		 counter<=0;
		 state=ST_start;
	 end
    if(data && !counter) begin
	 if(!startreceive) begin
	    state=ST_start;
		 startreceive=1;
	 end
    case (state)
            ST_start: begin
				    tx=0;
                state = ST_data; 	 
            end
            ST_data: begin
				    tx=data[counter2];
					 counter1=counter1+3'b001;
					 counter2=counter2+1;
                if(!counter1) begin
					 state = ST_end;
					 counter2=0;
					 end
            end
            ST_end: begin
				    tx=1;
                startreceive=0;
            end
            default: state = ST_start;
    endcase
	 end
	 counter<=counter+1;
	 if(counter==27) counter<=0;
end
endmodule
==> results_slide.txt <==
Flow Results at a Glance

Die
  • Die Height: 84.3 µm
  • Width of the die: 84.3 µm
  • Initial core utilization: 31.5%
  • Die ar.: 7110 µm²
  • Core area: 6460 µm²
  • Row count: 29
  • Ports: 10

Synthesis
  • Top_reg_cell synth: dfxtp_1
  • Flip-flops with a built-in enable: 9
  • Main logic family after synthesis: simple AND/OR/NAND/NOR gates
  • Adder share: 3.08%
  • Synth area leaders: dfxtp_1, edfxtp_1, xnor2_1
  • Top cells by count: dfxtp_1, xnor2_1, nand3_1
  • Synthesized registers: 44
  • Simple-gate portion of the synthesized area: 26.4%
  • Cell Area, Synth: 2030 µm²
  • Post-synthesis xor/xnor area fraction: 14.6%
  • Unique cell types: 38
  • Yosys stat chip area: 2030 µm²
  • Async SR Flop Fraction: 0%
  • Top cell type by total area after synthesis: dfxtp_1
  • # Cells Yosys: 198
  • Mean post-synth cell area: 10.3 µm²
  • Mux share: 2.15%
  • Ys Warns: 1
  • Most frequent cell after synthesis: dfxtp_1
  • Seq/Total Area, Yosys: 47.8%
  • AO/OA Area Share: 3.88%
  • Area share, top type: 34.5%
  • Synthesized instance count: 198

Final timing
  • Maximum clock rate: 0.388 GHz
  • Max transition margin: 64.0%
  • Max Slew Vio Count: 0
  • Final hold vios: 0
  • RSZ-0062 raised after global routing: false
  • Final clock skew: 0.00490 ns
  • Setup WS post-layout: 2.52 ns
  • Min Tclk post-route: 2.58 ns
  • Setup TNS: 0 ns
  • Slew @ Worst Pin: 0.526 ns
  • Fin crit share: 50.5%
  • Count of final setup violators: 0

Placed design
  • Final Wtd Congestion: 0.772
  • IO buf count: 9
  • Pre-CTS setup slack: 2.20 ns
  • DPL Wire Length: 2450 µm

Power and ir drop
  • Maximum VDD drop: 0.181 mV
  • Tot Pwr: 923 µW
  • P_leak: 0.787 nW
  • PD cells: 394 nW/µm²

Setup path
  • RR Startpoint: counter[14]$_SDFF_PN0_
  • CP Launch Type: input port
  • Critical path arrival: 2.63 ns
  • Worst setup EP type: register
  • Crit path launch: data[4]
  • Max FO, Critical Path: 8
  • Req. time, crit path: 5.15 ns
  • Worst setup path category: in2reg
  • Worst R2R Setup Slack: 3.01 ns

Run status
  • Status: finished clean

Route
  • WL final: 3380 µm
  • Vias: 1451
  • Vias per inst: 4.95
  • Post-route ant nets: 0
  • Residual DRC count: 0
  • Antenna cells: 0
  • DR pass1 iterations: 21
  • Routed wire per std cell: 11.5 µm
  • Initial DRC count: 49

Flow run
  • Log Warnings: 27
  • Max-cap violations: 0

Global routing
  • Total track usage: 10.9%
  • Total congestion overflow: 0
  • First-pass GRT wire length: 6350 µm
  • Initial antenna violation count: 0
  • Vias in the first global route: 1420
  • Largest net degree at the start of global routing: 14

Clocking
  • # H-tree levels: 2
  • Clock root cell: clkbuf_8
  • CTS tree: done
  • Sinks on Clock Net: 44
  • # hold bufs at CTS: 0
  • Post-cts resize count: 0
  • Worst-path clk slew: 0.08 ns
  • CTS buffer count: 5
  • Worst-Skew Late Latency: 0.29 ns
  • Postcts setup bufs: 0
  • Clk buf depth: 2

Layout
  • Layout cells sized above 1: 9.72%
  • Fillers: 647
  • Layout overhead on the synthesized area: 15.3%

Hold path
  • Worst min-delay path startpoint: counter[0]$_SDFF_PN0_
  • Worst Hold Class: reg2reg
-- layer usage --
layer | GRT usage (%) | up-vias | routed length (µm)
met1 | 16.7 | 673 | 1710
li1 | - | 751 | -
met4 | 1.10 | 0 | 37
met5 | 0 | - | 0
met3 | 2.39 | 7 | 140
met2 | 17.1 | 20 | 1490
-- report_power, final --
group | total (mW) | internal [mW] | switching (mW)
clock | 0.251 | 0.143 | 0.108
combinational | 0.194 | 0.104 | 0.0900
sequential | 0.478 | 0.431 | 0.0470
-- worst max-delay path: stages --
cell and delay (ns):
clkdlybuf4s50_1 0.41, or4_1 0.55, nor2_1 0.35, nor3_1 0.11, buf_4 0.18
-- cell families (layout without fill, tap and decap cells) --
group                    after synthesis  count (layout)
multiplexers                           3               3
flip-flops                            44              44
AND-OR/OR-AND                         10              10
buffers and inverters                 11              29
XOR/XNOR                              34              34
adder cells (fa/ha/maj)                5               5
AND/OR/NAND/NOR                       91              91
-- registers in the layout, summed over array words and instances (netlist names) --
name and cells:
counter1 3, state 2, counter 32, tx 1, startreceive 1, counter2 5
-- through the flow --
stage	area [µm²]	util [%]	cells	hold slack, ns
after global routing	2340	36.3	293	0.511
final	2340	36.3	293	0.473
after detailed placement	2240	34.6	285	0.460
after CTS	2340	36.3	293	0.477
after global placement	2240	34.6	285	0.448
after floorplan	2030	-	198	0.430
-- worst paths after layout --
check | end | cells past startpoint
worst min register to register | counter[0]$_SDFF_PN0_ | 1
worst max-delay path | counter2[2]$_SDFFCE_PP0P_ | 5
worst min-delay path | counter[0]$_SDFF_PN0_ | 1
worst max register to register | counter2[2]$_SDFFCE_PP0P_ | 5
-- layout make-up --
type,count,area (µm²),share of cell area [%]
sequential,44,971,41.4
multi-input combinational,143,1020,43.5
tap,77,96.3,4.11
timing repair buffer,13,120,5.13
clock inverter,3,37.5,1.60
clock buffer,5,68.8,2.94
inverter,8,30.0,1.28
-- cells in the final DEF, fill, tap and decap left out, drive strengths merged, types with 3 or more instances in the layout --
master,Yosys,final
dfxtp,35,35
xnor2,26,26
nand3,18,18
nor2,13,13
nand4,12,12
nand2,9,9
edfxtp,9,9
clkdlybuf4s50,0,9
inv,8,8
xor2,8,8
nor4,8,8
and2,5,5
ha,5,5
clkbuf,1,5
nor3,4,4
buf,2,4
and3,4,4
and4,4,4
or4,3,3
nor2b,3,3
a2111oi,3,3
Power figures rest on the tool's default switching activity, not on a simulated workload.
